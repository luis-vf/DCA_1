[flow/design.v]
module add #(
    parameter DATA_WIDTH = 32
)(
    input [DATA_WIDTH-1:0] input1,
    input [DATA_WIDTH-1:0] input2,
    output [DATA_WIDTH:0] dataOut
);
        assign dataOut = input1 + input2;
endmodule
module alu #(
    parameter DATA_WIDTH = 32,
    parameter CTRL_WIDTH = 4,
    parameter STATUS_WIDTH = 4,
    parameter SHAMT_WIDTH = 5,
    parameter DELAY = 0
)(
    input clk,
    input en_n,
    input rst,
    input [DATA_WIDTH*2-1:0] dataIn,
    input [CTRL_WIDTH-1:0] ctrl,
    input [SHAMT_WIDTH-1:0] shamt,
    output [DATA_WIDTH-1:0] hi,
    output [DATA_WIDTH-1:0] lo,
    output [DATA_WIDTH-1:0] dataOut,
    output [STATUS_WIDTH-1:0] status
);
    wire [DATA_WIDTH -1:0]data[1:0];
    wire [DATA_WIDTH -1:0]delay_dataOut;
    wire [DATA_WIDTH -1:0]delay_hi;
    wire [DATA_WIDTH -1:0]delay_lo;
    wire [STATUS_WIDTH -1:0]delay_status;
    wire [DATA_WIDTH:0] sub;
    wire [DATA_WIDTH:0] add;
    wire [2*DATA_WIDTH-1:0] mult;
    reg [DATA_WIDTH-1:0] hi_tmp;
    reg [DATA_WIDTH-1:0] lo_tmp;
    reg [STATUS_WIDTH -1:0]status_tmp;
    reg [DATA_WIDTH-1:0] dataOutput_tmp;
    reg carrybit;
    reg overflow;
    reg en_n_tmp;
genvar idx_0; generate for (idx_0=0; idx_0<(2); idx_0=idx_0+1) begin: U_BLK_0 assign data[idx_0][((DATA_WIDTH)-1):0] = dataIn[((DATA_WIDTH)*idx_0+(DATA_WIDTH-1)):((DATA_WIDTH)*idx_0)]; end endgenerate
 always@(ctrl,shamt,dataIn,add,sub,mult) begin
    status_tmp <= 4'b0;
    carrybit <= 1'b0;
    lo_tmp <= 32'b0;
    hi_tmp <= 32'b0;
    dataOutput_tmp <= 32'b0;
    case (ctrl)
        4'h0: dataOutput_tmp <= data[1] & data[0];  
        4'h1: dataOutput_tmp <= data[1] | data[0];  
        4'h2: dataOutput_tmp <= ~(data[1] | data[0]);  
        4'h3: dataOutput_tmp <= data[1] ^ data[0];  
        4'h4: begin  
              dataOutput_tmp <= add[DATA_WIDTH-1:0];
              carrybit <= add[DATA_WIDTH];
              end
        4'h5: begin 
              dataOutput_tmp <= sub[DATA_WIDTH-1:0];
              carrybit <= sub[DATA_WIDTH];
              end
        4'h6: begin
              dataOutput_tmp <= mult[DATA_WIDTH-1:0];
              lo_tmp <= mult[DATA_WIDTH-1:0];
              hi_tmp <= mult[2*DATA_WIDTH-1:DATA_WIDTH];
              end  
        4'h7: dataOutput_tmp <= ((data[1] < data[0])? 32'b1 : 32'b0);  
        4'h8: dataOutput_tmp <= data[0] >> shamt ;  
        4'h9: dataOutput_tmp <= data[0] << shamt;  
        4'ha: dataOutput_tmp <= $signed($signed(data[0]) >>> shamt);  
        4'hb: dataOutput_tmp <= ((data[0] < 0)? 32'b1 : 32'b0);  
        4'hc: dataOutput_tmp <= ((data[0] <= 0)? 32'b1 : 32'b0);  
        4'hd: dataOutput_tmp <= ((data[0] >= 0)? 32'b1 : 32'b0);  
        4'he: dataOutput_tmp <= ((data[0] > 0)? 32'b1 : 32'b0);  
        default: dataOutput_tmp <= 32'b0;
    endcase
 end
 always @ (dataOutput_tmp,carrybit,overflow) begin
     if (dataOutput_tmp == 32'b0) begin
         status_tmp[0] <= 1'b1;
     end
     else begin
         status_tmp[0] <= 1'b0;
     end
     status_tmp[1] <= dataOutput_tmp[DATA_WIDTH-1];
     status_tmp[2] <= carrybit;
     overflow <= carrybit ^ dataOutput_tmp[DATA_WIDTH-1];
     if (overflow == 32'b1) begin
         status_tmp[3] <= 1;
     end
     else begin
         status_tmp[3] <= 0;
     end
 end
 always @ (posedge clk) begin
    if(rst == 1'b1)
        en_n_tmp <= 1'b1;
    else
        en_n_tmp <= en_n;
 end
 sub #(
     .DATA_WIDTH(DATA_WIDTH)
     )U_SUB(
     .input1(data[1]),
     .input2(data[0]),
     .dataOut(sub)
 );
 add #(
     .DATA_WIDTH(DATA_WIDTH)
     )U_ADD(
     .input1(data[1]),
     .input2(data[0]),
     .dataOut(add)
 );
 mult #(
     .DATA_WIDTH(DATA_WIDTH)
     )U_MULT(
     .input1(data[1]),
     .input2(data[0]),
     .dataOut(mult)
 );
 delay #(
     .BIT_WIDTH(DATA_WIDTH),
     .DELAY(DELAY)
 )U_DELAYOUT(
     .clk(clk),
     .rst(rst),
     .en_n(en_n_tmp),
     .dataIn(dataOutput_tmp),
     .dataOut(delay_dataOut)
 );
 delay #(
     .BIT_WIDTH(STATUS_WIDTH),
     .DELAY(DELAY)
 )U_DELAYSTATUS(
     .clk(clk),
     .rst(rst),
     .en_n(en_n_tmp),
     .dataIn(status_tmp),
     .dataOut(delay_status)
 );
 delay #(
     .BIT_WIDTH(DATA_WIDTH),
     .DELAY(DELAY)
 )U_DELAYHI(
     .clk(clk),
     .rst(rst),
     .en_n(en_n_tmp),
     .dataIn(hi_tmp),
     .dataOut(delay_hi)
 );
delay #(
     .BIT_WIDTH(DATA_WIDTH),
     .DELAY(DELAY)
 )U_DELAYLO(
     .clk(clk),
     .rst(rst),
     .en_n(en_n_tmp),
     .dataIn(lo_tmp),
     .dataOut(delay_lo)
 );
 assign dataOut = delay_dataOut;
 assign status = delay_status;
 assign hi = delay_hi;
 assign lo = delay_lo;
endmodule
module mult #(
    parameter DATA_WIDTH = 32
)(
    input [DATA_WIDTH-1:0] input1,
    input [DATA_WIDTH-1:0] input2,
    output [DATA_WIDTH*2-1:0] dataOut
);
    assign dataOut = input1 * input2;
endmodule
module sub #(
    parameter DATA_WIDTH = 32
)(
    input [DATA_WIDTH-1:0] input1,
    input [DATA_WIDTH-1:0] input2,
    output [DATA_WIDTH:0] dataOut
);
wire signed [DATA_WIDTH:0]input1s;
wire signed [DATA_WIDTH:0]input2s;
        assign input1s = input1;
        assign input2s = input2;
        assign  dataOut = input1s - input2s;
endmodule
module delay #(
	parameter BIT_WIDTH = 32,
	parameter DEPTH = 1,
	parameter DELAY = 1,
	parameter ARCH_SEL = 0
)(
	input clk,
	input rst,
	input en_n,
	input [BIT_WIDTH*DEPTH-1:0] dataIn,
	output [BIT_WIDTH*DEPTH-1:0] dataOut
);
	delay_r0 #(
		.BIT_WIDTH(BIT_WIDTH),
		.DEPTH(DEPTH),
		.DELAY(DELAY)
	)U_IP(
		.clk(clk),
		.rst(rst),
		.en_n(en_n),
		.dataIn(dataIn),
		.dataOut(dataOut)
	);
endmodule
module delay_r0 #(
	parameter BIT_WIDTH = 4,
	parameter DEPTH = 2,
	parameter DELAY = 4
)(
	input clk,
	input rst,
	input en_n,
	input [BIT_WIDTH*DEPTH - 1:0] dataIn,
	output [BIT_WIDTH*DEPTH - 1:0] dataOut
);
	integer i,j;  
	wire [BIT_WIDTH - 1:0] tmp [DEPTH - 1:0];  
	wire [BIT_WIDTH*DEPTH - 1:0] tmpOut;  
	reg [BIT_WIDTH - 1:0] pipe [DELAY-1:0][DEPTH - 1:0];  
	genvar idx_0; generate for (idx_0=0; idx_0<(DEPTH); idx_0=idx_0+1) begin: U_BLK_0 assign tmp[idx_0][((BIT_WIDTH)-1):0] = dataIn[((BIT_WIDTH)*idx_0+(BIT_WIDTH-1)):((BIT_WIDTH)*idx_0)]; end endgenerate
	always @(posedge clk) begin
		if(rst == 1'b1)	begin
			for(j=0; j<DELAY; j=j+1) begin  
				for(i=0; i<DEPTH; i=i+1) begin  
					pipe[j][i] <= {(BIT_WIDTH){1'b0}};
				end
			end
		end
		else begin
			if(en_n == 1'b0) begin
				for(i=0;i<DEPTH; i=i+1) begin  
					pipe[0][i] <= tmp[i];
				end
			end
			for(i=0; i<DELAY-1; i=i+1) begin
				for(j=0;j<DEPTH; j=j+1) begin  
					pipe[i+1][j] <= pipe[i][j];  
				end
			end
		end
	end
	genvar idx_1; generate for (idx_1=0; idx_1<(DEPTH); idx_1=idx_1+1) begin: U_BLK_1 assign tmpOut[((BIT_WIDTH)*idx_1+((BIT_WIDTH)-1)):((BIT_WIDTH)*idx_1)] = pipe[(DELAY-1)][idx_1][((BIT_WIDTH)-1):0]; end endgenerate
	generate
	if(DELAY > 0)
		assign dataOut = tmpOut;
	else
		assign dataOut = dataIn;
	endgenerate
endmodule
[flow/run.sh]
#!/bin/bash
# OpenROAD 26Q1-2900-gdf79404cd8, Yosys 0.63+post, stock flow scripts
make -C /OpenROAD-flow-scripts/flow DESIGN_CONFIG=/design/flow/config.mk WORK_HOME=/design/flow/orfs finish
[flow/config.mk]
export PLATFORM = sky130hd
export DESIGN_NAME = alu
export DESIGN_NICKNAME = alu
export VERILOG_FILES = /design/flow/design.v
export SDC_FILE = /design/flow/constraint.sdc
export NUM_CORES = 4
export LEC_CHECK = 1
export CORE_UTILIZATION = 50
[flow/constraint.sdc]
current_design alu

set clk_period 28.8
set clk_io_pct 0.2

create_clock -name clk0 -period $clk_period

set non_clock_inputs [all_inputs -no_clocks]
set_input_delay [expr $clk_period * $clk_io_pct] -clock clk0 $non_clock_inputs
set_output_delay [expr $clk_period * $clk_io_pct] -clock clk0 [all_outputs]
==> results_slide.txt <==
Implementation Results

Run status
  • Outcome: finished clean

Power and ir drop
  • Power per cell area: 366 nW/µm²
  • Int Power: 5.73 mW
  • Switching power: 10.2 mW
  • Pleak: 21.7 nW
  • Switching share of power: 64.0%
  • Peak supply drop: 871 µV
  • Power Total: 15.9 mW

Route
  • Number of remaining DRC errors: 0
  • Drt pass-1 iters: 6
  • Routed length per instance: 26.2 µm
  • First-iteration detailed-routing DRC count: 2754
  • Detail Route Antenna Nets: 0
  • Via count: 36400
  • Routed wire length: 162000 µm
  • Number of vias per cell: 5.89

Cells and area
  • Final core utilization: 54.1%
  • Layout cells sized above 1: 4.50%
  • Seq_cells: 0
  • # clk buffers: 0
  • Flop area: 0 µm²
  • Area growth, synth to finish: 6.84%
  • Fin cells: 6172

Worst setup path
  • CP Data Arrival Time: 16.55 ns
  • Critical path fanouts, max: 18
  • WS Path Type: input port to primary output
  • CP Launch Type: input port
  • Crit path capture type: primary output
  • Worst EP required: 23.04 ns

Yosys
  • Synth warnings: 7
  • Top cell area share: 44.1%
  • Synthesis area per yosys: 40800 µm²
  • Syn Inst Count: 5130
  • Post-synth seq share: 0%
  • Post-synthesis cell type count: 88
  • Top cells by area: fa_1, ha_1, inv_1, nor2_1, nand2_1
  • Count leader, synth: inv_1
  • Synthesized cell area: 40800 µm²
  • Synth Area per Inst: 7.94 µm²
  • Top cells by count: inv_1, fa_1, nor2_1
  • Ys cells: 5130
  • Yosys top cell by area: fa_1

Placed design
  • GPL Wtd Cong: 1.06
  • DPL Wire Length: 129000 µm
  • Port Buffers: 168
  • Post-placement cell count: 6169

STA
  • Hold slack: 12.78 ns
  • Pins Over Slew Limit: 0
  • Tightest Pin Transition: 1.09 ns
  • Fin. Hold Viols: 0
  • RSZ-0062 raised after global routing: no
  • F_max: 44.8 MHz
  • Min cycle time layout: 22.31 ns
  • Final setup fails: 0
  • Max-slew headroom: 26.3%
  • Fin crit share: 77.5%
  • Setup tns final: 0 ns

Global routing
  • Global-route met2 utilization: 61.5%
  • Grt ovf: 0
  • Layer with the highest usage: met2
  • Antenna violations before repair: 4
  • Vias in the first global route: 37600
  • GR Util met3: 18.6%
  • Total GRT Usage: 43.5%
  • Met1 usage: 57.7%
  • First-pass GRT wire length: 243000 µm
  • Largest net degree at the start of global routing: 73

Hold path
  • HP Class: input port to primary output

Floorplan
  • CORE AREA: 80500 µm²
  • # IOs: 176
  • Die height: 288 µm
  • Rows: 104
  • Die Span X: 288 µm
  • Die ar.: 82700 µm²
  • Initial Utilization: 50.6%

Clocking
  • Number of post-CTS setup repair buffers: 0
  • Post-CTS sizing: 0
  • Post-CTS Hold Buffers: 0

Job
  • Tool warnings: 98
  • Max-Cap Viols: 0
## path summary, 6_finish.rpt
path                       from     endpoint  slack (ns)  cells past startpoint
worst max-delay path  dataIn[4]  dataOut[30]        6.49                     28
worst min-delay path    ctrl[0]  dataOut[11]       12.78                      5
## cells by family after synthesis
| logic type | share of synthesized area [%] |
|---|---|
| AOI/OAI and AO/OA | 11.5 |
| xor gates and xnor gates | 1.40 |
| adders and majority gates | 55.1 |
| buffers and inverters | 12.3 |
| muxes | 2.82 |
| other | 0.00920 |
| and+or+nand+nor | 16.9 |
## per-layer routing
metal  wire length (µm)  vias up
met1              58200    18000
met2              69900     2069
met5                 13        -
met3              20900      427
li1                   -    15900
met4              13000        2
## cell type report
type | count | area, µm²
Tap cell | 1060 | 1330
Antenna cell | 3 | 7.51
Fill cell | 7788 | 37000
Multi-Input combinational cell | 3815 | 35800
Timing Repair Buffer | 312 | 2730
Inverter | 982 | 3690
## worst max-delay path: stages
cell and delay (ns):
clkdlybuf4s50_1 0.45, buf_4 0.38, clkinv_1 0.54, buf_4 0.40, nor2_1 0.16, fa_1 0.42
inv_1 0.09, fa_1 0.43, fa_1 0.47, fa_1 0.54, inv_1 0.05, fa_1 0.50
inv_1 0.05, fa_1 0.53, inv_1 0.05, fa_1 0.49, fa_1 0.41, ha_1 0.47
nand3_1 0.27, nor4b_1 0.59, o2111ai_1 0.26, and2_1 0.30, a31oi_1 0.74, xnor2_1 0.43
nor2_1 0.24, a2111oi_0 0.79, o221ai_1 0.26, clkdlybuf4s50_1 0.46
## metrics by stage
step / setup WS, ns / instance area [µm²]
3_5_place_dp: 6.87 / 43500
3_3_place_gp: 6.89 / 43500
2_1_floorplan: 9.90 / 40800
4_1_cts: 6.83 / 43500
6_report: 6.49 / 43500
5_1_grt: 6.44 / 43500
## cell usage in the layout (no fill, tap or decap), types with 53 or more instances in the layout
master           netlist  final
mux2i_1               63     63
nor3_1                53     53
clkdlybuf4s50_1        0    162
buf_4                  7    144
a21o_1                55     55
nand2_1              686    685
a21oi_1              208    208
nor2_1               701    699
inv_1                956    956
fa_1                 898    898
ha_1                 358    358
o21ai_0              171    171
## power by group through the flow
stage / clock, mW / sequential, mW / combinational [mW]
CTS: 0 / 0 / 15.8
global route: 0 / 0 / 17.2
Power figures rest on the tool's default switching activity, not on a simulated workload.
