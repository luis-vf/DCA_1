[./config.mk]
export PLATFORM = sky130hd
export DESIGN_NAME = counter
export DESIGN_NICKNAME = counter
export VERILOG_FILES = /design/flow/design.v
export SDC_FILE = /design/flow/constraint.sdc
export NUM_CORES = 4
export LEC_CHECK = 1
export CORE_AREA = 10 10 70 70
export DIE_AREA = 0 0 80 80
[./constraint.sdc]
current_design counter

set clk_period 1.5
set clk_io_pct 0.2

create_clock -name clk0 -period $clk_period [get_ports {clk}]

set non_clock_inputs [all_inputs -no_clocks]
set_input_delay [expr $clk_period * $clk_io_pct] -clock clk0 $non_clock_inputs
set_output_delay [expr $clk_period * $clk_io_pct] -clock clk0 [all_outputs]
[./design.v]
module counter #(
	parameter DATA_WIDTH = 4,
    parameter COUNT_START = 0,
    parameter COUNT_END = 2**(DATA_WIDTH-1),
    parameter STEP = 1
)(
	input clk,
	input rst,
	input en,
    input load,
	input [DATA_WIDTH - 1:0] loadval,
	output [DATA_WIDTH - 1:0] dataOut
);
    reg [DATA_WIDTH - 1:0]tmp = 0;
    always @(posedge clk) begin
        if(rst == 1'b1) begin
            tmp <= COUNT_START;
        end
        else begin
            if(load == 1'b1) begin
                tmp <= loadval;
            end
            else if(en == 1'b1) begin
                tmp <= tmp + STEP;
            end
            else begin
                tmp <= tmp;
            end
        end
    end
    assign dataOut = tmp;
endmodule
[./run.sh]
#!/bin/bash
# OpenROAD 26Q1-2900-gdf79404cd8, Yosys 0.63+post, stock flow scripts
make -C /OpenROAD-flow-scripts/flow DESIGN_CONFIG=/design/flow/config.mk WORK_HOME=/design/flow/orfs finish
==> impl_metrics.env <==
# implementation run metrics
export IMPL_areaGrowthSynthToFinish_pct=90.24
export IMPL_setup_tns_ns=0
export IMPL_hold_viol=0
export IMPL_drtIter0Drc=1
export IMPL_setup_worst_path_class="flip-flop to primary output"
export IMPL_vdd_drop_max_mv=0.1131
export IMPL_fmax_mhz=710.0
export IMPL_fin_util_pct=11.43
export IMPL_cp_slowest_stage_delay_ns=0.51
export IMPL_core_um2=3416
export IMPL_start_kind="flip-flop"
export IMPL_slew_headroom_pct=81.53
export IMPL_yosysCellCount=22
export IMPL_top_area_share_pct=39.02
export IMPL_rows=21
export IMPL_hpwl_um=610.8
export IMPL_cp_arrival_ns=1.11
export IMPL_netlist_instances=22
export IMPL_met1_length_um=146
export IMPL_synth_cell_types=13
export IMPL_die_h_um=80
export IMPL_antenna_found_initial=0
export IMPL_dp_cells=78
export IMPL_overflow=0
export IMPL_gp_congestion=0.5648
export IMPL_pwr_density_cell_nw_per_um2=814.0
export IMPL_post_cts_buffers=0
export IMPL_ff2ff_path_depth=4
export IMPL_tightestPinTransition_ns=0.2762
export IMPL_grt_pass1_vias=213
export IMPL_drt_pass1_iterations=2
export IMPL_r2r_slack_ns=0.30
export IMPL_cts_clk_slew_worst_paths_ns=0.04
export IMPL_finalSetupViolations=0
export IMPL_min_period_ns=1.409
export IMPL_cp_num_buf_inv=1
export IMPL_avgSynthCellArea_um2=9.327
export IMPL_slowest_stage="clkdlybuf4s50_1"
export IMPL_slew_violations=0
export IMPL_cts_sinks=4
export IMPL_status="finished clean"
export IMPL_wl_met3_um=49
export IMPL_netlist_area_um2=205.2
export IMPL_cts_hold_buffers=0
export IMPL_cts_buffers_inserted=3
export IMPL_fp_util_pct=6.007
export IMPL_n_antenna_cell=0
export IMPL_hp_start="tmp[3]$_SDFFE_PP0P_"
export IMPL_min_to="tmp[3]$_SDFFE_PP0P_"
export IMPL_reg2reg_from="tmp[0]$_SDFFE_PP0P_"
export IMPL_grt_total_usage_pct=2.224
export IMPL_top_register="tmp"
export IMPL_fillers=398
export IMPL_dieArea_um2=6400
export IMPL_critPathMaxFanout=3
export IMPL_crit_start="tmp[2]$_SDFFE_PP0P_"
export IMPL_top_regs="tmp: 4 flops"
export IMPL_cts_root_buf="clkbuf_4"
export IMPL_maxCapViolCount=0
export IMPL_leakage_nw=0.1491
export IMPL_synth_chip_area_um2=205.2
export IMPL_wl_per_cell_um=8.321
export IMPL_vias_per_cell=2.395
export IMPL_hp_class="flip-flop to flip-flop"
export IMPL_top_layer="met4"
export IMPL_r2r_end="tmp[1]$_SDFFE_PP0P_"
export IMPL_min_path_cells=2
export IMPL_drc_errors=0
export IMPL_boundaryPins=12
export IMPL_tritoncts="done"
export IMPL_fin_cells=81
export IMPL_end_kind="primary output"
export IMPL_wl_met2_um=471
export IMPL_path_cells="clkdlybuf4s50_1"
export IMPL_period_used_pct=93.90
export IMPL_topCellsByArea="dfxtp_1 (39%), mux2i_1 (9.8%), xnor2_1 (8.5%)"
export IMPL_grt_pass1_wl_mm=1.048
export IMPL_ys_seq_share_pct=39.02
export IMPL_portBuffers=11
export IMPL_clock_latency_ns=0.23
export IMPL_finClkSkew_ns=0.005101
export IMPL_yosys_warnings=1
export IMPL_routed_wl_um=674
export IMPL_final_layout_size_suffix_gt1_share_pct=8.571
export IMPL_crit_family="buffers and inverters"
export IMPL_rsz0062_at_grt="false"
export IMPL_ys_ff=4
export IMPL_grt_max_degree=7
export IMPL_cts_buffer_depth=2
export IMPL_top_area_cell="dfxtp_1"
export IMPL_largest_reg_flops=4
export IMPL_ant_nets=0
export IMPL_htreeDepth=1
export IMPL_cp_required_ns=1.20
export IMPL_fp_dieW_um=80
export IMPL_warnings=25
export IMPL_post_cts_resized=0
export IMPL_vias=194
-- area by class of cell --
type / instances / area [µm²] / share of cell area, %
flip-flops and latches: 4 / 80.08 / 20.51
inverters: 2 / 7.507 / 1.923
multi-input cells: 15 / 112.6 / 28.85
well taps: 46 / 57.56 / 14.74
clock buffers: 3 / 22.52 / 5.769
repair buffers: 11 / 110.1 / 28.21
-- power by group --
group	switching [mW]	leakage, nW	internal [mW]
sequential	0.00790	0.0333	0.116
clock	0.0407	0.0138	0.0892
combinational	0.0195	0.102	0.0447
total	0.0681	0.149	0.250
-- stage by stage --
stage	total power [mW]	worst slack [ns]	hold WS (ns)	instance area, µm²
after global placement	0.1900	0.04465	0.5697	367.9
after global routing	0.3427	0.01439	0.6205	390.4
final	0.3178	0.09147	0.5852	390.4
after detailed placement	0.1913	0.02926	0.5786	367.9
after CTS	0.3315	0.05822	0.5955	390.4
after floorplan	0.1478	0.3642	0.3724	205.2
-- worst max-delay path by stage --
stage,to,slack (ns),cells past startpoint
4_1_cts,dataOut[2],0.06,1
5_1_grt,dataOut[0],0.01,1
6_report,dataOut[2],0.09,1
-- cells in the final DEF, fill, tap and decap left out --
cell type and n:
mux2_1 1, mux2i_1 2, ha_1 1, o21a_1 2, clkbuf_4 3, nand4_1 1
nor2_1 2, clkdlybuf4s50_1 11, dfxtp_1 4, a21oi_1 2, nand2_1 1, inv_1 2
xnor2_1 2, xor2_1 1
-- synth_stat cells --
cell type and n:
mux2i_1 2, xnor2_1 2, a21oi_1 2, mux2_1 1
inv_1 2, nand4_1 1, nand2_1 1, o21a_1 2
nor2_1 2, buf_2 1, dfxtp_1 4, xor2_1 1
ha_1 1
-- logic make-up after synthesis --
| logic type | Yosys count | synth area share (%) |
|---|---|---|
| xor gates and xnor gates | 3 | 12.81 |
| adders and majority gates | 1 | 6.097 |
| AOI/OAI and AO/OA | 4 | 12.19 |
| muxes | 3 | 15.24 |
| and+or+nand+nor | 4 | 8.538 |
| DFF | 4 | 39.03 |
| buffers and inverters | 3 | 6.097 |
-- per-layer routing --
layer	up-vias	GRT usage, %
met5	-	0
met4	0	0.7042
met3	2	1.477
met2	2	4.815
met1	90	1.265
li1	100	-
Power and IR drop assume default switching activity.
